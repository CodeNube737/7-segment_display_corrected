File: flow/config.mk
export PLATFORM = sky130hd
export DESIGN_NAME = lab1b
export DESIGN_NICKNAME = lab1b
export VERILOG_FILES = /design/flow/design.v
export SDC_FILE = /design/flow/constraint.sdc
export NUM_CORES = 4
export LEC_CHECK = 1
export CORE_AREA = 10 10 85 85
export DIE_AREA = 0 0 95 95
File: flow/constraint.sdc
current_design lab1b

set clk_period 3.5
set clk_io_pct 0.2

create_clock -name clk0 -period $clk_period [get_ports {CLOCK_50}]

set non_clock_inputs [all_inputs -no_clocks]
set_input_delay [expr $clk_period * $clk_io_pct] -clock clk0 $non_clock_inputs
set_output_delay [expr $clk_period * $clk_io_pct] -clock clk0 [all_outputs]
File: flow/design.v
module bcitid (
  input  logic [1:0] digit,				 
  output logic [3:0] idnum					 
);
logic [15:0] bcit_mem;						 
initial begin
    bcit_mem = 16'h1119;					 
  end
always_comb begin
    case (digit)								 
      2'b00: idnum = bcit_mem[3:0];		 
      2'b01: idnum = bcit_mem[7:4];		 
      2'b10: idnum = bcit_mem[11:8];	 
      2'b11: idnum = bcit_mem[15:12];	 
      default: idnum = 4'b0000;
    endcase
  end
endmodule
module decode2 (
  input  logic [1:0] digit,	 
  output logic [3:0] ct			 
);
always_comb begin
    case (digit)
      2'b00: ct = 4'b1110;		 
      2'b01: ct = 4'b1101;		 
      2'b10: ct = 4'b1011;		 
      2'b11: ct = 4'b0111;		 
      default: ct = 4'b1111;	 
    endcase
  end
endmodule
module decode7 (
  input  logic [3:0] num,			 
  output logic [7:0] leds			 
);
always_comb begin
    case (num)  
      4'h0: leds = 7'b0111111;	 
      4'h1: leds = 7'b0000110;	 
      4'h2: leds = 7'b1011011;	 
      4'h3: leds = 7'b1001111;	 
      4'h4: leds = 7'b1100110;	 
      4'h5: leds = 7'b1101101;	 
      4'h6: leds = 7'b1111101;	 
      4'h7: leds = 7'b0000111;	 
      4'h8: leds = 7'b1111111;	 
      4'h9: leds = 7'b1101111;	 
      default: leds = 8'b11111111;  
    endcase
  end
endmodule
module lab1b ( input logic CLOCK_50,      
              output logic [7:0] leds,   
              output logic [3:0] ct ) ;  
   logic [1:0] digit;   
   logic [3:0] idnum;   
   logic [15:0] count;  
   decode2 decode2_0 (.digit,.ct) ;
   bcitid  bcitid_0  (.digit,.idnum) ;
   decode7 decode7_0 (.num(idnum),.leds) ;
   always_ff @(posedge CLOCK_50) 
     count <= count + 1'b1 ;
  assign digit = count[15:14]; 
endmodule
File: flow/run.sh
#!/bin/bash
# OpenROAD 26Q1-2900-gdf79404cd8, Yosys 0.63+post, stock flow scripts
make -C /OpenROAD-flow-scripts/flow DESIGN_CONFIG=/design/flow/config.mk WORK_HOME=/design/flow/orfs finish
==> results_dict.tcl <==
# yosys + openroad results
set metrics [dict create \
    leakagePower_uw 0.000373 \
    crit_arrival_ns 1.41 \
    cts_setup_buffers 0 \
    grt_max_degree 10 \
    overflow 0 \
    cts.repair.resized 0 \
    start_kind "register" \
    timing.final.ws_setup_ns 1.39 \
    status "completed" \
    cts.clk_slew.worst_paths_ns 0.06 \
    die_x_um 95 \
    fillers 615 \
    netlist_instances 72 \
    holdCritPathClass "reg -> reg" \
    finalCritPeriodShare_pct 60.2 \
    hold_buffers 0 \
    syn-cell-area_sq_um 732 \
    power_uw 342 \
    finalHoldViolCount 0 \
    core_region_area_sq_um 5470 \
    grt_pass1_wl_um 1750 \
    die_h_um 95 \
    max_freq_ghz 0.475 \
    required_ns 2.80 \
    via_count 456 \
    fin_tns_setup_ns 0 \
    antenna_found_initial 0 \
    insertedDiodeCount 0 \
    port_buffers 8 \
    ir_worst_vdd_mv 0.123 \
    cts_root_buf "clkbuf_8" \
    drt_iter0_markers 17 \
    largest-register "count" \
    maxCapViolCount 0 \
    fp_util_pct 13.4 \
    log.warning_count 25 \
    wl_um 1030 \
    cts_tree "built" \
    seq_area_frac_synth_pct 43.8 \
    crit_fanout 5 \
    drc 0 \
    cts.sinks 16 \
    top_regs "count (16)" \
    lay_top_count "dfxtp_1" \
    num_rows 27 \
    power.density_nw_per_um2 375 \
    syn-mean-instance-area_sq_um 10.2 \
    skew_ns 0.00173 \
    largest_reg_flops 16 \
    yosysUniqueCellTypes 18 \
    cts_buffers 3 \
    crit_type "reg -> out" \
    rsz0062_at_grt "no" \
    avgRoutedWirePerCell_um 6.82 \
    ios 13 \
    grt_pass1_vias 395 \
    ys_seq_elements 16 \
    critical_path.endpoint_type "output port" \
    first_pass_iters 2 \
    routed_via_density 3.02 \
    most-common-layout-cells "dfxtp_1, xor2_1, clkdlybuf4s50_1" \
    pre_cts_ws_ns 1.64 \
    chipArea_sq_um 9030 \
    ys_warn_count 4 \
    finalSetupViolations 0 \
    track_usage_pct 2.40 \
    clk_latency_ns 0.24 \
    ys_chip_area_sq_um 732 \
    min_period_ns 2.11 \
    slew_violations 0 \
    ys_cells 72 \
    drive_gt1_share_pct 13.9 \
    hpwlAfterDp_um 829 \
    cts.htree.levels 1 \
    place.gp.congestion 0.709 \
    area_delta_synth_final_pct 24.6 \
    clk_path_buf_depth 2 \
    ant_nets 0 \
]
## area by class of cell
| class | count | area (sq um) | area share [%] |
|---|---|---|---|
| clock buffer | 4 | 55.1 | 6.04 |
| timing repair buffer | 8 | 80.1 | 8.78 |
| multi-input combinational | 47 | 352 | 38.5 |
| inverter | 4 | 15.0 | 1.65 |
| sequential | 16 | 320 | 35.1 |
| tap | 72 | 90.1 | 9.88 |
## routing by layer
metal / track usage [%] / up-vias / part of all wire, %
met3: 1.76 / 2 / 15
met4: 0.374 / 0 / 0.78
met5: 0 / - / 0
met1: 3.14 / 201 / 46
li1: - / 237 / -
met2: 3.15 / 16 / 38
## report_power, final
group	total [uW]	switching (uW)	internal [uW]
registers	182	0	182
logic	0.202	0.202	0
clock network	160	60.2	99.6
total	342	60.4	282
## cells in the mapped netlist
master	count	area, sq um
buf_4	7	52.6
conb_1	2	7.51
dfxtp_1	16	320
ha_1	1	12.5
inv_1	4	15.0
nand2_1	5	18.8
nand2b_1	2	12.5
nand3_1	4	20.0
nand3_2	1	10.0
nand4_1	1	6.26
nand4_2	1	12.5
nand4_4	2	42.5
nor2_1	4	15.0
nor3_1	4	20.0
nor4_2	3	37.5
or2_1	1	6.26
xnor2_1	4	35.0
xor2_1	10	87.6
## critical path: stages, from the launching register on
cell             delay, ns
dfxtp_1               0.34
or2_1                 0.25
inv_1                 0.10
clkdlybuf4s50_1       0.48
## through the flow
step | hold slack (ns) | std cells | cell area [sq um] | util, %
2_1_floorplan | 0.393 | 74 | 739 | -
3_3_place_gp | 0.408 | 147 | 857 | 15.7
3_5_place_dp | 0.412 | 147 | 857 | 15.7
4_1_cts | 0.428 | 151 | 912 | 16.7
5_1_grt | 0.452 | 151 | 912 | 16.7
6_report | 0.424 | 151 | 912 | 16.7
## cells by family (layout without fill, tap and decap cells)
group	after synthesis	after routing	share of synthesized area [%]
adders and majority gates	1	1	1.71
other	2	4	1.03
and+or+nand+nor	28	28	27.5
DFF	16	16	43.8
xor gates and xnor gates	14	14	16.8
buffers and inverters	11	16	9.23
## worst paths after layout
kind                                start   endpoint  slack [ns]  cells past startpoint
worst min register to register   count[0]   count[0]        0.42                      1
worst max-delay path            count[15]    leds[5]        1.39                      3
worst min-delay path             count[0]   count[0]        0.42                      1
worst max register to register   count[0]  count[10]        2.15                      4
